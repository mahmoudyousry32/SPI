### ./design.v
module spi_ctrlr(clk,
				 rst,
				 start,
				 dvsr,
				 din,
				 dout,
				 miso,
				 mosi,
				 sclk,
				 done,
				 cpha,
				 cpol,
				 ready,
				 sclk_reg);
parameter DVSR = 65536;
parameter dvsr_w = $clog2(DVSR);
parameter D_BITS = 8;
localparam bit_counter_w = $clog2(D_BITS);
localparam IDLE	= 2'b00;
localparam WAIT_1 = 2'b01;
localparam WAIT_2 = 2'b10;
localparam MODE_0 = 2'b00;
localparam MODE_1 = 2'b01;
localparam MODE_2 = 2'b10;
localparam MODE_3 = 2'b11;
input clk;
input rst;
input start;
input [dvsr_w - 1 :0] dvsr;
input miso;
input [D_BITS - 1 :0] din;
input cpha;
input cpol;
output mosi;
output sclk;
output done;
output ready;
output [D_BITS - 1:0] dout;
output sclk_reg;
reg [dvsr_w :0] dvsr_reg;
reg [D_BITS - 1 :0] TX_reg;
reg [D_BITS - 1 :0] RX_reg;
reg [bit_counter_w - 1:0] bit_counter;
reg [1:0] state_reg;
reg [3:0] mode ;
reg sclk;
reg sclk_reg;
reg [3:0] next_state;
wire p_clk;
wire sclk_next;
always@(posedge clk ,negedge rst) 
if(!rst) sclk_reg <= 0;
else sclk_reg <= sclk_next;
always@(posedge clk ,negedge rst)
if(!rst)begin
state_reg <= IDLE;
bit_counter <= 0;
dvsr_reg <= 0;
RX_reg <=0;
TX_reg <= 0 ;
sclk <= 0;
end
else 
case(state_reg)
IDLE		:		begin
					if(start) begin 
					TX_reg <= din;
					bit_counter <= 0 ;
					dvsr_reg <= 0;
					state_reg <= WAIT_1;
					if(mode[0] || mode[3] ) sclk <= 0;
					else if( mode[1] || mode[2]) sclk <= 1;
					end
					else begin
					if(mode[0] || mode[1] ) sclk <= 0;
					else if( mode[2] || mode[3]) sclk <= 1;
					end
					end
WAIT_1		:		begin
					if(dvsr_reg == dvsr) begin
					state_reg <= WAIT_2;
					RX_reg <= {RX_reg[6:0],miso};
					dvsr_reg <= 0;
					if(mode[0] || mode[3] ) sclk <= 1;
					else if( mode[1] || mode[2]) sclk <= 0;
					end
					else 
					dvsr_reg <= dvsr_reg + 1;
					end
WAIT_2		:		begin
					if(dvsr_reg == dvsr) begin
					dvsr_reg <= 0;
					TX_reg <= {TX_reg[6:0],1'b0};
					if(bit_counter == D_BITS-1)begin					
					state_reg <= IDLE;
					if(mode[0] || mode[1] ) sclk <= 0;
					else if( mode[2] || mode[3]) sclk <= 1;
					end
					else begin
					bit_counter <= bit_counter + 1;
					state_reg <= WAIT_1;
					if(mode[0] || mode[3] ) sclk <= 0;
					else if( mode[1] || mode[2]) sclk <= 1;
					end
					end
					else dvsr_reg <= dvsr_reg + 1;
					end
endcase
always@* begin
mode = 0;
case({cpol,cpha})
MODE_0			:		mode = 4'b0001;
MODE_1			:		mode = 4'b0010;
MODE_2			:		mode = 4'b0100;
MODE_3			:		mode = 4'b1000;
endcase
end
always@* begin
next_state = state_reg ;
case(state_reg)
IDLE		:			 begin
						 if(start)begin
						 next_state = WAIT_1;
						 end
						 end
WAIT_1		:			 begin						 
						 if(dvsr_reg == dvsr) next_state = WAIT_2;
						 end
WAIT_2		:			 begin
						 if(dvsr_reg == dvsr )
						 if(bit_counter == dvsr)
						 next_state = IDLE;
						 else next_state = WAIT_1; 
						 end
endcase
end
assign p_clk = (next_state == WAIT_1 && mode[1] ) || (next_state == WAIT_2 && mode[0]);
assign sclk_next = cpol ? ~p_clk : p_clk;
assign mosi = TX_reg[D_BITS-1];
assign ready = state_reg == IDLE;
assign done = state_reg == WAIT_2 && (dvsr_reg == dvsr) && (bit_counter == D_BITS-1);
assign dout = RX_reg;
endmodule
### ./constraint.sdc
current_design spi_ctrlr

set clk_period 3.3
set clk_io_pct 0.2

create_clock -name clk0 -period $clk_period [get_ports {clk}]

set non_clock_inputs [all_inputs -no_clocks]
set_input_delay [expr $clk_period * $clk_io_pct] -clock clk0 $non_clock_inputs
set_output_delay [expr $clk_period * $clk_io_pct] -clock clk0 [all_outputs]
### ./run.sh
#!/bin/bash
# OpenROAD 26Q1-2900-gdf79404cd8, Yosys 0.63+post, stock flow scripts
make -C /OpenROAD-flow-scripts/flow DESIGN_CONFIG=/design/flow/config.mk WORK_HOME=/design/flow/orfs finish
### ./config.mk
export PLATFORM = sky130hd
export DESIGN_NAME = spi_ctrlr
export DESIGN_NICKNAME = spi_ctrlr
export VERILOG_FILES = /design/flow/design.v
export SDC_FILE = /design/flow/constraint.sdc
export NUM_CORES = 4
export LEC_CHECK = 1
export CORE_UTILIZATION = 50
==> summary.txt <==
run results: Syn Inst Count=246, syn_area_per_cell=9.66 sq um, Routed Antenna Nets=0, drt pass-1 iters=12, FMAX=352 MHz, top-count cell post-synth=dfrtp_1, Crit-path slowest cell=clkdlybuf4s50_1, max_cap viols=0, Core ar.=4470 sq um, WL/cell=13.8 um, die footprint=5030 sq um, Setup Total Neg Slack=0 ns, initial antenna violation count=0, H-tree Lvls=2, CTS Root Cell=clkbuf_8, clk sinks=40, Area leader share=0.421, reg2reg path depth=9, internal power=805 uW, CP startpoint kind=input pin, WP data arrival=2.18 ns, ys cells=246, CTS tree=built, family with the most delay on the worst path=simple AND/OR/NAND/NOR gates, Clock power frac=0.306, crit path DRT=2.64 ns, share of cells above drive strength 1=0.101, final setup margin=0.460 ns, main area contributors=dfrtp_1 42%, xor2_1 8.8%, ha_1 5.8%, nor2_1 5.2%, mux2_2 4.3%, logic gate share of total power=0.155, CTS buffer count=5, Cell Type Count=39, crit path time final=2.84 ns, max incr delay on CP=0.43 ns, critical path endpoint category=primary output, RR Startpoint=state_reg[1], Late-Pin Clk Latency=0.29 ns, Placement Setup Slack=0.0241 ns, synthesis area per yosys=2380 sq um, most frequent cells after synthesis=40 x dfrtp_1, 33 x nor2_1, 24 x xor2_1, Finished Layout Cells=350, die height=71.0 um, DR vias=1856, Sequential Power Share=0.539, Worst slew margin=0.657, final slew viol count=0, flip-flop count of the largest register after layout=17, routed wire length=4830 um, Clock transition at path regs=0.07 ns, Horiz. Die Dim=71.0 um, Primary FF master, synth=dfrtp_1, flip-flops with a built-in enable=0, worst slew pin tran=0.514 ns, 1st-iter DRT viols=87, Final HPWL DP=3630 um, Antenna Cells=0, pwr/cell area=369 nW/um^2, All-Layer GR Usage=0.213, IO Port Bufs=42, Leakage=0.00145 uW, grt total ovfl=0, leading area contributor after synthesis=dfrtp_1, number of synthesis warnings=1, Sw Share=0.275, # fillers=378, VDD IR-drop max=0.217 mV, final setup violation count=0, first-pass GRT wire length=8160 um, CP cell instances=clkdlybuf4s50_1, xor2_1, nor4_2, nand4_1, or2_1, nor2_1, dlymetal6s2s_1, Final Wtd Congestion=0.916, I/O pin count=43, Rows=24, unrepaired setup endpoints after global routing=no, Psw=306 uW, FP Core Util=0.531, kind of critical path=input pin to primary output, crit-path max FO=4, clk_skew=0.00875 ns, HP Class=input pin to async pin, placed cell count=341, fraction of registers with async set/reset=1.00, largest net degree at the start of global routing=41, Via density=5.30, period utilization=0.861, Tool Warnings=32, Post-synth regs=40, final core utilization=0.672, R2R Path End=sclk_reg, FF-to-FF setup slack=0.83 ns, vias in the first global route=1728, post-detailed-route DRC marker count=0, clk buf depth=2, status=finished, final reports clean, Syn Std Cell Area=2380 sq um, final hold vios=0, Layout Area Growth over Synthesis=26.5%, Post-synth seq share=0.421, Buf/Inv on CP=2
[cells by family after synthesis]
family          after synthesis  share of synthesized area
simple gates                 89                      0.182
flops                        40                      0.421
compound gates               39                      0.107
xor+xnor                     31                      0.114
mux                          19                     0.0853
buf+inv                      17                     0.0326
fa+ha+maj                    11                     0.0579
[final cells by class]
cell class / count / area, sq um / area share
clock buffers: 6 / 82.6 / 0.0275
repair buffers: 50 / 498 / 0.166
clock inverters: 2 / 15.0 / 0.00499
multi-input cells: 189 / 1310 / 0.434
inverters: 11 / 41.3 / 0.0137
well taps: 52 / 65.1 / 0.0216
flip-flops and latches: 40 / 1000 / 0.333
[power groups by stage]
stage / logic (uW) / registers (uW) / clock network [uW]
CTS: 173 / 598 / 353
global route: 197 / 606 / 374
finish: 172 / 599 / 340
[how the worst max path moves through the flow]
stage / from / end / slack [ns] / cells past startpoint
final: dvsr[12] / done / 0.46 / 7
after CTS: dvsr[0] / done / 0.02 / 7
after global routing: dvsr[12] / done / 0.34 / 7
[cell usage in the layout (no fill, tap or decap), drive strengths merged, types with 3 or more instances in the layout]
cell type       n
buf             9
dlymetal6s2s    9
nor3            7
clkbuf          6
dfrtp          40
nor2           33
mux2i           9
mux2           10
xnor2           7
a22o            4
nand2          13
ha             11
inv            11
nand3           5
o21ai           9
xor2           24
or2             3
a22oi           3
o22ai           3
clkdlybuf4s50  32
nor4            4
nor2b           6
a21oi          13
and3            5
nand4           4
[routing by layer]
| layer | part of all wire | vias up | global-route usage | wire, um |
|---|---|---|---|---|
| li1 | - | 956 | - | - |
| met1 | 0.52 | 851 | 0.353 | 2490 |
| met2 | 0.43 | 41 | 0.315 | 2070 |
| met3 | 0.037 | 8 | 0.0361 | 179 |
| met4 | 0.018 | 0 | 0.0311 | 85 |
| met5 | 0 | - | 0 | 0 |
[per-stage QoR]
step                power, uW  cell area, sq um  hold WS (ns)
CTS                      1120              2970         0.432
global placement          777              2870         0.486
finish                   1110              3010         0.421
detailed placement        779              2870         0.493
global route             1180              3010         0.462
floorplan                 687              2380         0.364
[what timing repair did]
action | 4_1_cts | 5_1_grt
hold buffers | 0 | 0
hold endpoints to repair | 0 | 0
gates resized | 0 | 10
setup endpoints to repair | 0 | 1
buffers inserted | 0 | 1
Power and IR drop assume default switching activity.
